==> design.v <==
`timescale 1ns / 1ps
package mypack;
    typedef enum logic [5: 0] {f0, f1, f2, a0, a1, a2, a3, ai0, ai1, ai2, ai3, lw0, lw1, lw2, lw3, sw0, sw1, sw2, sw3, jr0, jr1, jr2, jr3, init} uState;
    typedef enum {x0, rd, rs1, rs2} RF_reg;
    typedef enum {n, d, f, b} uinst;
endpackage
`timescale 1ns / 1ps
module ControlStore(
    input mypack::uState uPC,
    input logic [14:0] r,
    output logic [18:0] en,
    output mypack::uinst next
    );
    logic pc_bus_en;	
    logic ALU_bus_en;	
    logic immgen_bus_en;	
    logic rf_bus_en;
    logic rd_bus_en;
    logic pc_en;
    logic a_en;
    logic b_en;
    logic ir_en;
    logic wd_en;
    logic rf_wen;
    logic rf_ren;
    logic [4:0] rf_addr_sel;
    logic alu_func;
    logic ram_wen;
    assign en = {pc_bus_en, ALU_bus_en,	immgen_bus_en, rf_bus_en, rd_bus_en, pc_en,	a_en, b_en,	ir_en, wd_en, rf_wen, rf_ren, rf_addr_sel, alu_func, ram_wen};
    always_comb
    begin
        case(uPC)
            mypack::f0 :  begin  
                        pc_bus_en       = 1;
                        ALU_bus_en      = 0;
                        immgen_bus_en   = 0;
                        rf_bus_en       = 0;
                        rd_bus_en       = 0;
                        pc_en           = 0;
                        a_en            = 1;
                        b_en            = 0;
                        ir_en           = 0;
                        wd_en           = 0;
                        rf_wen          = 0;
                        rf_ren          = 0;
                        rf_addr_sel     = 5'b0;
                        alu_func        = 0;
                        ram_wen         = 0;
                        next = mypack::n;
                    end
            mypack::f1 :  begin  
                        pc_bus_en       = 0;
                        ALU_bus_en      = 0;
                        immgen_bus_en   = 0;
                        rf_bus_en       = 0;
                        rd_bus_en       = 1;
                        pc_en           = 0;
                        a_en            = 0;
                        b_en            = 0;
                        ir_en           = 1;
                        wd_en           = 0;
                        rf_wen          = 0;
                        rf_ren          = 0;
                        rf_addr_sel     = 5'b0;
                        alu_func        = 0;
                        ram_wen         = 0;
                        next =mypack::n;
                    end
            mypack::f2 :  begin  
                        pc_bus_en       = 0;
                        ALU_bus_en      = 1;
                        immgen_bus_en   = 0;
                        rf_bus_en       = 0;
                        rd_bus_en       = 0;
                        pc_en           = 1;
                        a_en            = 0;
                        b_en            = 0;
                        ir_en           = 0;
                        wd_en           = 0;
                        rf_wen          = 0;
                        rf_ren          = 0;
                        rf_addr_sel     = 5'b0;
                        alu_func        = 0;
                        ram_wen         = 0;
                        next = mypack::d;
                    end
            mypack::a0 :  begin  
                        pc_bus_en       = 0;
                        ALU_bus_en      = 0;
                        immgen_bus_en   = 0;
                        rf_bus_en       = 1;
                        rd_bus_en       = 0;
                        pc_en           = 0;
                        a_en            = 1;
                        b_en            = 0;
                        ir_en           = 0;
                        wd_en           = 0;
                        rf_wen          = 0;
                        rf_ren          = 1;
                        rf_addr_sel     = r[4:0];
                        alu_func        = 0;
                        ram_wen         = 0;
                        next =mypack::n;
                    end
            mypack::a1 :  begin  
                        pc_bus_en       = 0;
                        ALU_bus_en      = 0;
                        immgen_bus_en   = 0;
                        rf_bus_en       = 1;
                        rd_bus_en       = 0;
                        pc_en           = 0;
                        a_en            = 0;
                        b_en            = 1;
                        ir_en           = 0;
                        wd_en           = 0;
                        rf_wen          = 0;
                        rf_ren          = 1;
                        rf_addr_sel     = r[9:5];
                        alu_func        = 0;
                        ram_wen         = 0;
                        next =mypack::n;
                    end
            mypack::a2 :  begin  
                        pc_bus_en       = 0;
                        ALU_bus_en      = 1;
                        immgen_bus_en   = 0;
                        rf_bus_en       = 1;
                        rd_bus_en       = 0;
                        pc_en           = 0;
                        a_en            = 0;
                        b_en            = 0;
                        ir_en           = 0;
                        wd_en           = 0;
                        rf_wen          = 1;
                        rf_ren          = 0;
                        rf_addr_sel     = r[14:10];
                        alu_func        = 1;
                        ram_wen         = 0;
                        next = mypack::n;
                    end
            mypack::a3 :  begin  
                        pc_bus_en       = 0;
                        ALU_bus_en      = 0;
                        immgen_bus_en   = 0;
                        rf_bus_en       = 1;
                        rd_bus_en       = 0;
                        pc_en           = 0;
                        a_en            = 1;
                        b_en            = 0;
                        ir_en           = 0;
                        wd_en           = 0;
                        rf_wen          = 0;
                        rf_ren          = 1;
                        rf_addr_sel     = r[4:0];
                        alu_func        = 0;
                        ram_wen         = 0;
                        next = mypack::f;
                    end
            mypack::ai0 :  begin  
                        pc_bus_en       = 0;
                        ALU_bus_en      = 0;
                        immgen_bus_en   = 0;
                        rf_bus_en       = 1;
                        rd_bus_en       = 0;
                        pc_en           = 0;
                        a_en            = 1;
                        b_en            = 0;
                        ir_en           = 0;
                        wd_en           = 0;
                        rf_wen          = 0;
                        rf_ren          = 1;
                        rf_addr_sel     = r[4:0];
                        alu_func        = 0;
                        ram_wen         = 0;
                        next =mypack::n;
                    end
            mypack::ai1 :  begin  
                        pc_bus_en       = 0;
                        ALU_bus_en      = 0;
                        immgen_bus_en   = 1;
                        rf_bus_en       = 0;
                        rd_bus_en       = 0;
                        pc_en           = 0;
                        a_en            = 0;
                        b_en            = 1;
                        ir_en           = 0;
                        wd_en           = 0;
                        rf_wen          = 0;
                        rf_ren          = 0;
                        rf_addr_sel     = 5'b0;
                        alu_func        = 0;
                        ram_wen         = 0;
                        next =mypack::n;
                    end
            mypack::ai2 :  begin  
                        pc_bus_en       = 0;
                        ALU_bus_en      = 1;
                        immgen_bus_en   = 0;
                        rf_bus_en       = 1;
                        rd_bus_en       = 0;
                        pc_en           = 0;
                        a_en            = 0;
                        b_en            = 0;
                        ir_en           = 1;
                        wd_en           = 0;
                        rf_wen          = 1;
                        rf_ren          = 0;
                        rf_addr_sel     = r[14:10];
                        alu_func        = 1;
                        ram_wen         = 0;
                        next = mypack::n;
                    end
            mypack::ai3 :  begin  
                        pc_bus_en       = 0;
                        ALU_bus_en      = 0;
                        immgen_bus_en   = 0;
                        rf_bus_en       = 1;
                        rd_bus_en       = 0;
                        pc_en           = 0;
                        a_en            = 1;
                        b_en            = 0;
                        ir_en           = 0;
                        wd_en           = 0;
                        rf_wen          = 0;
                        rf_ren          = 1;
                        rf_addr_sel     = r[4:0];
                        alu_func        = 0;
                        ram_wen         = 0;
                        next = mypack::f;
                    end
            mypack::lw0 :  begin  
                        pc_bus_en       = 0;
                        ALU_bus_en      = 0;
                        immgen_bus_en   = 0;
                        rf_bus_en       = 1;
                        rd_bus_en       = 0;
                        pc_en           = 0;
                        a_en            = 1;
                        b_en            = 0;
                        ir_en           = 0;
                        wd_en           = 0;
                        rf_wen          = 0;
                        rf_ren          = 1;
                        rf_addr_sel     = r[4:0];
                        alu_func        = 0;
                        ram_wen         = 0;
                        next =mypack::n;
                    end
            mypack::lw1 :  begin  
                        pc_bus_en       = 0;
                        ALU_bus_en      = 0;
                        immgen_bus_en   = 1;
                        rf_bus_en       = 0;
                        rd_bus_en       = 0;
                        pc_en           = 0;
                        a_en            = 0;
                        b_en            = 1;
                        ir_en           = 0;
                        wd_en           = 0;
                        rf_wen          = 0;
                        rf_ren          = 1;
                        rf_addr_sel     = 5'b0;
                        alu_func        = 0;
                        ram_wen         = 0;
                        next =mypack::n;
                    end
            mypack::lw2 :  begin  
                        pc_bus_en       = 0;
                        ALU_bus_en      = 1;
                        immgen_bus_en   = 0;
                        rf_bus_en       = 0;
                        rd_bus_en       = 0;
                        pc_en           = 0;
                        a_en            = 0;
                        b_en            = 0;
                        ir_en           = 0;
                        wd_en           = 0;
                        rf_wen          = 0;
                        rf_ren          = 0;
                        rf_addr_sel     = 5'b0;
                        alu_func        = 1;
                        ram_wen         = 0;
                        next =mypack::n;
                    end
            mypack::lw3 :  begin  
                        pc_bus_en       = 0;
                        ALU_bus_en      = 0;
                        immgen_bus_en   = 0;
                        rf_bus_en       = 0;
                        rd_bus_en       = 1;
                        pc_en           = 0;
                        a_en            = 0;
                        b_en            = 0;
                        ir_en           = 0;
                        wd_en           = 0;
                        rf_wen          = 1;
                        rf_ren          = 0;
                        rf_addr_sel     = r[14:10];
                        alu_func        = 0;
                        ram_wen         = 0;
                        next = mypack::f;
                    end
            mypack::sw0 :  begin  
                        pc_bus_en       = 0;
                        ALU_bus_en      = 0;
                        immgen_bus_en   = 0;
                        rf_bus_en       = 1;
                        rd_bus_en       = 0;
                        pc_en           = 0;
                        a_en            = 0;
                        b_en            = 0;
                        ir_en           = 0;
                        wd_en           = 1;
                        rf_wen          = 0;
                        rf_ren          = 1;
                        rf_addr_sel     = r[9:5];
                        alu_func        = 0;
                        ram_wen         = 0;
                        next =mypack::n;
                    end
            mypack::sw1 :  begin  
                        pc_bus_en       = 0;
                        ALU_bus_en      = 0;
                        immgen_bus_en   = 0;
                        rf_bus_en       = 1;
                        rd_bus_en       = 0;
                        pc_en           = 0;
                        a_en            = 1;
                        b_en            = 0;
                        ir_en           = 0;
                        wd_en           = 0;
                        rf_wen          = 0;
                        rf_ren          = 1;
                        rf_addr_sel     = r[4:0];
                        alu_func        = 0;
                        ram_wen         = 0;
                        next =mypack::n;
                    end
            mypack::sw2 :  begin  
                        pc_bus_en       = 0;
                        ALU_bus_en      = 0;
                        immgen_bus_en   = 1;
                        rf_bus_en       = 0;
                        rd_bus_en       = 0;
                        pc_en           = 0;
                        a_en            = 0;
                        b_en            = 1;
                        ir_en           = 0;
                        wd_en           = 0;
                        rf_wen          = 0;
                        rf_ren          = 0;
                        rf_addr_sel     = 5'b0;
                        alu_func        = 0;
                        ram_wen         = 0;
                        next =mypack::n;
                    end
            mypack::sw3 :  begin  
                        pc_bus_en       = 0;
                        ALU_bus_en      = 1;
                        immgen_bus_en   = 0;
                        rf_bus_en       = 0;
                        rd_bus_en       = 0;
                        pc_en           = 0;
                        a_en            = 0;
                        b_en            = 0;
                        ir_en           = 0;
                        wd_en           = 0;
                        rf_wen          = 0;
                        rf_ren          = 0;
                        rf_addr_sel     = 5'b0;
                        alu_func        = 1;
                        ram_wen         = 1;
                        next = mypack::f;
                    end
            mypack::jr0 :  begin  
                        pc_bus_en       = 0;
                        ALU_bus_en      = 0;
                        immgen_bus_en   = 0;
                        rf_bus_en       = 1;
                        rd_bus_en       = 0;
                        pc_en           = 1;
                        a_en            = 0;
                        b_en            = 0;
                        ir_en           = 0;
                        wd_en           = 0;
                        rf_wen          = 0;
                        rf_ren          = 0;
                        rf_addr_sel     = r[4:0];
                        alu_func        = 0;
                        ram_wen         = 0;
                        next = mypack::n;
                    end
            mypack::jr1 :  begin  
                        pc_bus_en       = 0;
                        ALU_bus_en      = 0;
                        immgen_bus_en   = 0;
                        rf_bus_en       = 1;
                        rd_bus_en       = 0;
                        pc_en           = 0;
                        a_en            = 1;
                        b_en            = 0;
                        ir_en           = 0;
                        wd_en           = 0;
                        rf_wen          = 0;
                        rf_ren          = 1;
                        rf_addr_sel     = r[4:0];
                        alu_func        = 0;
                        ram_wen         = 0;
                        next = mypack::n;
                    end
            mypack::jr2 :  begin  
                        pc_bus_en       = 0;
                        ALU_bus_en      = 0;
                        immgen_bus_en   = 0;
                        rf_bus_en       = 1;
                        rd_bus_en       = 0;
                        pc_en           = 0;
                        a_en            = 0;
                        b_en            = 1;
                        ir_en           = 0;
                        wd_en           = 0;
                        rf_wen          = 0;
                        rf_ren          = 1;
                        rf_addr_sel     = 5'b0;
                        alu_func        = 0;
                        ram_wen         = 0;
                        next =mypack::n;
                    end
            mypack::jr3 :  begin  
                        pc_bus_en       = 0;
                        ALU_bus_en      = 1;
                        immgen_bus_en   = 0;
                        rf_bus_en       = 1;
                        rd_bus_en       = 0;
                        pc_en           = 0;
                        a_en            = 0;
                        b_en            = 0;
                        ir_en           = 1;
                        wd_en           = 0;
                        rf_wen          = 1;
                        rf_ren          = 0;
                        rf_addr_sel     = r[4:0];
                        alu_func        = 1;
                        ram_wen         = 0;
                        next = mypack::f;
                    end
            default:  begin  
                        pc_bus_en       = 0;
                        ALU_bus_en      = 0;
                        immgen_bus_en   = 0;
                        rf_bus_en       = 0;
                        rd_bus_en       = 0;
                        pc_en           = 0;
                        a_en            = 0;
                        b_en            = 0;
                        ir_en           = 0;
                        wd_en           = 0;
                        rf_wen          = 0;
                        rf_ren          = 0;
                        rf_addr_sel     = 5'b0;
                        alu_func        = 0;
                        ram_wen         = 0;
                        next = mypack::f;
                    end
        endcase
    end
endmodule
==> run.sh <==
#!/bin/bash
# OpenROAD 26Q1-2900-gdf79404cd8, Yosys 0.63+post, stock flow scripts
make -C /OpenROAD-flow-scripts/flow DESIGN_CONFIG=/design/flow/config.mk WORK_HOME=/design/flow/orfs finish
==> config.mk <==
export PLATFORM = sky130hd
export DESIGN_NAME = ControlStore
export DESIGN_NICKNAME = ControlStore
export VERILOG_FILES = /design/flow/design.v
export SDC_FILE = /design/flow/constraint.sdc
export NUM_CORES = 4
export LEC_CHECK = 1
export CORE_AREA = 10 10 79 79
export DIE_AREA = 0 0 89 89
==> constraint.sdc <==
current_design ControlStore

set clk_period 2.2
set clk_io_pct 0.2

create_clock -name clk0 -period $clk_period

set non_clock_inputs [all_inputs -no_clocks]
set_input_delay [expr $clk_period * $clk_io_pct] -clock clk0 $non_clock_inputs
set_output_delay [expr $clk_period * $clk_io_pct] -clock clk0 [all_outputs]
==> results.txt <==
Physical design

Synthesis handed over a netlist of 140 instances. The highest achievable clock rate stands at 0.464 GHz. The run finished with clean final reports. The total overflow left after global routing is 0. The type recorded for the worst min-delay path is input port to output port. The mean number of vias per cell stands at ~4.3. The number of antenna-violating nets in the routed design stands at 0.

The weighted congestion at the end of routability-driven global placement stands at 0.817. At the worst endpoint, the required time is around 1.8 ns. The initial DRC count stands at approximately 66. The share of the core filled by cells before placement stands at 19.8%.

The total core area stands at 4660 sq um. The post-layout period usage of the worst path stands at 98.0%. The first global-routing pass estimated ~5400 um of wire. The number of setup violations in the final report stands at 0. The area of all sequential standard cells stands at 0 sq um. The die footprint stands at 7920 sq um. Hold timing on the final database bottoms out at a slack of 1.40 ns.

Setup repair after global routing left no endpoint under its margin. The via count of the first global-routing pass stands at approximately 1100. The worst setup path is of the input port to output port kind. Per the detail_route log, the uppermost layer with routed signals is met3. Before antenna repair, the detailed router went through 4 iterations. Looking at area per cell type in the netlist, the leader is buf_4. Per the layout report, the design carries between 400 and 500 filler cells.

Per the detail_route report, DRC violations left total 0. Summed over all layers, the routed wires come to 3500 um. The highest net fanout along the worst path stands at 5. STA classifies the critical path startpoint as an input port.

The share of post-route cells with drive strength above 1 stands at 39.4%. The worst setup path is captured at an output port. The number of diodes stands at 0. The total cell area reported by yosys after synthesis stands at about 900 sq um. The power per unit of standard cell area stands at 154 nW/um^2.

The share of synthesized area occupied by flip-flops and latches stands at 0%. Detailed placement finished with a half-perimeter wire length of ~2500 um. The die is 89 um wide. The detailed router reports a met3 wire length of approximately 320 um. The maximum number of pins on one net before global-route repair stands at 13.

The initial antenna violation count stands at 0. The I/O pin total stands at 72. The netlist area before placement stands at 922 sq um. The wire length on met2 stands at 1610 um. The routed via count stands at 1084. For this design, the slowest cell found on the critical path is clkdlybuf4s50_1. The total number of sequential cells stands at 0. Counting I/O delays and the setup requirement, the final critical path takes 2.16 ns. The count of input and output buffers stands at 42. Setup slack on the critical path of the routed design comes to roughly 0.045 ns. Leaving out buffers and inverters, the combinational logic in the layout accounts for 761 sq um. Per the final report, max-transition violations number 0. The post-route setup TNS stands at 0 ns. The layout has 0 clock buffers. The unique cell type count in the Yosys netlist stands at 37. In the per-layer summary, the met1 wirelength comes to around 1600 um. The count of endpoints failing hold in the final timing report stands at 0. The synthesized area per cell stands at about 6.6 sq um. Per the run report, area growth between synthesis and finish was 78.4%. The worst slack after detailed placement stands at -0.622 ns. The Yosys warning count stands at 1.

The main area contributors are buf_4, a221o_1, a21oi_1, and2_1, buf_2. Per STA, the worst path is made up of buf_2, buf_6, or2_4, buf_4, nor3_2, clkdlybuf4s50_1. The number of warnings in the stage logs stands at 33. Per the run summary, max-cap violations total 0. The hold buffer count at cts stands at 0. For this run, the total global-route usage over all layers was measured as 8.25%. For this design the static power due to leakage is between 0.8 and 0.9 nW. The share of Yosys cell area claimed by the top area cell type stands at 36.6%.

The die is 89 um tall. The delay contributed by the slowest stage of the critical path stands at 0.48 ns. The data arrival time of the critical path stands at 1.72 ns. After synthesis, the most frequently instantiated cells are buf_4, a21oi_1. The per-cell routed wire length stands at 13.9 um. Per the Yosys statistics, synthesis produced 140 cells.

The floorplan has 25 rows. Among all cell types in the netlist, the one instantiated most often is buf_4. The worst-case IR drop observed on VDD is 66.3 uV.
final timing paths:
| kind | to | from | slack, ns | cells past startpoint |
|---|---|---|---|---|
| worst max-delay path | en[13] | uPC[2] | 0.04 | 6 |
| worst min-delay path | en[18] | uPC[0] | 1.40 | 5 |
cells in the final DEF, fill, tap and decap left out, types with 3 or more instances in the layout:
cell / count
a221o_1: 6
nand2_1: 7
and2_1: 5
conb_1: 30
nor2_1: 5
dlygate4sd2_1: 11
buf_4: 29
clkdlybuf4s50_1: 18
dlymetal6s2s_1: 3
a21oi_1: 8
buf_2: 6
buf_6: 13
o21ai_0: 4
nor3_1: 4
repair_timing:
action                                  4_1_cts  5_1_grt
buffers inserted                             15        2
cloned                                        3        0
gates resized                                88       16
endpoints found under the setup margin       21       10
pin swaps                                    19        6
power by group:
part	switching (mW)	internal, mW	total, mW
registers	0	0	0
logic	0.103	0.150	0.253
clock network	0	0	0
total	0.103	0.150	0.253
cell type report:
type / instances / share of cell area [%]
inverter: 3 / 0.837
multi-input combinational: 111 / 46.2
tap: 54 / 4.11
timing repair buffer: 84 / 48.8
routing by layer:
layer | track usage (%) | up-vias
met2 | 13.9 | 49
met5 | 0 | -
met4 | 0 | 0
met1 | 10.9 | 498
met3 | 2.39 | 0
li1 | - | 537
kinds of logic (layout without fill, tap and decap cells):
group / count (synthesis) / in the layout / share of synthesized area, %
compound gates: 31 / 31 / 24.6
xor+xnor: 1 / 1 / 0.950
buf+inv: 58 / 87 / 44.5
other cells: 1 / 30 / 0.407
simple gates: 49 / 49 / 29.6
per-stage QoR:
stage / cell area (sq um) / total power [mW] / utilization (%) / std cells
after floorplan: 1030 / 0.124 / - / 169
after global placement: 1300 / 0.187 / 27.9 / 234
after detailed placement: 1300 / 0.187 / 27.9 / 234
after CTS: 1580 / 0.241 / 33.9 / 251
after global routing: 1650 / 0.275 / 35.3 / 252
final: 1650 / 0.253 / 35.3 / 252
critical path: cells and delay by family:
kind	cells	cell delay, ns
AND/OR/NAND/NOR	2	0.40
buffers and inverters	4	0.87
Power and IR drop assume default switching activity.
